[design/flow/config.mk]
export PLATFORM = sky130hd
export DESIGN_NAME = serial_merge_top
export DESIGN_NICKNAME = serial_merge_top
export VERILOG_FILES = /design/flow/design.v
export SDC_FILE = /design/flow/constraint.sdc
export NUM_CORES = 4
export LEC_CHECK = 1
export CORE_UTILIZATION = 30
[design/flow/constraint.sdc]
current_design serial_merge_top

set clk_period 31.7
set clk_io_pct 0.2

create_clock -name clk0 -period $clk_period [get_ports {clk}]

set non_clock_inputs [all_inputs -no_clocks]
set_input_delay [expr $clk_period * $clk_io_pct] -clock clk0 $non_clock_inputs
set_output_delay [expr $clk_period * $clk_io_pct] -clock clk0 [all_outputs]
[design/flow/design.v]
module dist_ram_dp #(parameter DATA_WIDTH=32, ADDR_WIDTH_RAM=7) (
    input clk,
    input wen,
    input [ADDR_WIDTH_RAM-1:0] addrR,
    input [ADDR_WIDTH_RAM-1:0] addrW,
    input [DATA_WIDTH-1:0] din,
    output [DATA_WIDTH-1:0] dout
    );
    localparam ARRAY_SIZE = 1 << ADDR_WIDTH_RAM;
    reg [DATA_WIDTH-1:0] ram [0:ARRAY_SIZE-1];
    always@(posedge clk)
    begin
        if (wen)
        begin
            ram[addrW] <= din;
        end
    end
    assign dout = ram[addrR];
endmodule
`timescale 1ns / 1ps
module serial_merge_top(inputA
                           ,inputB
				           ,start_in
						   ,start_out
				           ,clk
				           ,rst
				           ,outA
						   ,outB
						   ,in_ctrl_addr
						   ,out_ctrl_addr
    );
	parameter BLOCK_NUM = 1;
	parameter DATA_WIDTH = 32;
	parameter DATA_PARALLELSIM = 16 * BLOCK_NUM;
	parameter SEQ_SIZE = 512 * BLOCK_NUM;                 
	parameter NUM_STAGES = $clog2(DATA_PARALLELSIM);
	input  [DATA_WIDTH-1:0] inputA, inputB;
	input  start_in;
	input  in_ctrl_addr;
	input  clk, rst;
	output out_ctrl_addr;
	output start_out;
	output [DATA_WIDTH-1:0] outA, outB;
    wire start_out_w_i [NUM_STAGES-1:0];
	wire [DATA_WIDTH-1:0] outA_i [NUM_STAGES-1:0];
	wire [DATA_WIDTH-1:0] outB_i [NUM_STAGES-1:0];
	wire out_ctrl_addr_i [NUM_STAGES-1:0];
	serial_merge_stage #(DATA_WIDTH, 2) sms0(.inputA(inputA)
                                            ,.inputB(inputB)
				                            ,.start_in(start_in)
						                    ,.start_out(start_out_w_i[0])
				                            ,.clk(clk)
				                            ,.rst(rst)
				                            ,.outA(outA_i[0])
						                    ,.outB(outB_i[0])
						                    ,.in_ctrl_addr(out_ctrl_addr_i[0])
						                    ,.out_ctrl_addr(out_ctrl_addr)
											);						
	genvar i;
	generate
	for(i=0; i<NUM_STAGES-2; i=i+1)
	begin: SERIAL_MERGE
	serial_merge_stage #(DATA_WIDTH, 1<<(i+2)) sms_i(.inputA(outA_i[i])
                                            ,.inputB(outB_i[i])
				                            ,.start_in(start_out_w_i[i])
						                    ,.start_out(start_out_w_i[i+1])
				                            ,.clk(clk)
				                            ,.rst(rst)
				                            ,.outA(outA_i[i+1])
						                    ,.outB(outB_i[i+1])
						                    ,.in_ctrl_addr(out_ctrl_addr_i[i+1])
						                    ,.out_ctrl_addr(out_ctrl_addr_i[i])
											);	
    end
	endgenerate
	serial_merge_stage #(DATA_WIDTH, 1<<NUM_STAGES) sms_n(.inputA(outA_i[NUM_STAGES-2])
                                                         ,.inputB(outB_i[NUM_STAGES-2])
				                                         ,.start_in(start_out_w_i[NUM_STAGES-2])
						                                 ,.start_out(start_out)
				                                         ,.clk(clk)
				                                         ,.rst(rst)
				                                         ,.outA(outA)
						                                 ,.outB(outB)
						                                 ,.in_ctrl_addr(in_ctrl_addr)
						                                 ,.out_ctrl_addr(out_ctrl_addr_i[NUM_STAGES-2])
						   );
endmodule
module serial_merge(inputA
                   ,inputB
				   ,clk
				   ,rst
				   ,ctrl_addr
				   ,out
    );
	parameter DATA_WIDTH = 32;
	parameter SEQ_SIZE = 64;
	input[DATA_WIDTH-1:0] inputA;
	input[DATA_WIDTH-1:0] inputB;
	input clk;
	input rst;
	output ctrl_addr;
	output reg[DATA_WIDTH-1:0] out;
	wire ctrl_addr_w;
	assign ctrl_addr_w = (inputA > inputB);
	always@(posedge clk or posedge rst)
	begin
	  if(rst)
	  begin
		out <= 0;
	  end
	  else
	  begin
		  out <= (ctrl_addr_w ? inputB: inputA);
	  end
	end
	assign ctrl_addr = ctrl_addr_w;
endmodule
module demux_1_to_2 #(parameter DATA_WIDTH = 32) (
    input ctrl,
    input [DATA_WIDTH-1:0] in,
    output reg [DATA_WIDTH-1:0] out0,
    output reg [DATA_WIDTH-1:0] out1
    );
    always @(*)
    begin
      if(!ctrl)
          begin out0 <= in; out1 <= 32'h0000_0000; end
      else
          begin out0 <= 32'h0000_0000; out1 <= in; end
    end
endmodule
module serial_merge_stage(inputA
                         ,inputB
				         ,start_in
						 ,start_out
				         ,clk
				         ,rst
				         ,outA
						 ,outB
						 ,in_ctrl_addr
						 ,out_ctrl_addr
    );
	parameter DATA_WIDTH = 32;
	parameter SEQ_SIZE = 64;                        
	parameter ADDR_WIDTH_RAM = $clog2(SEQ_SIZE)+1;  
	input  [DATA_WIDTH-1:0] inputA, inputB;
	input  start_in;
	input  in_ctrl_addr;
	input  clk, rst;
	output out_ctrl_addr;
	output reg start_out;	
	output [DATA_WIDTH-1:0] outA, outB;
	reg start_out_r;
	reg [ADDR_WIDTH_RAM-1:0] addrAR, addrAW, addrBR, addrBW;
	reg wenA, wenB;   
	wire [DATA_WIDTH-1:0] doutA, doutB;		 
    wire [DATA_WIDTH-1:0] dinA, dinB;	
	wire [ADDR_WIDTH_RAM-1:0]  addrAR_w, addrBR_w;
	generate
	if(SEQ_SIZE > 128)
	begin: mem_gen
	  bram_dp #(DATA_WIDTH,ADDR_WIDTH_RAM) output_bufferA(.clk(clk)
                                                     ,.wen(wenA)
                                                     ,.en(1'b1)
                                                     ,.addrR(addrAR_w)
													 ,.addrW(addrAW)
                                                     ,.din(dinA)
                                                     ,.dout(doutA));
	 bram_dp #(DATA_WIDTH,ADDR_WIDTH_RAM) output_bufferB(.clk(clk)
                                                     ,.wen(wenB)
                                                     ,.en(1'b1)
                                                     ,.addrR(addrBR_w)
													 ,.addrW(addrBW)
                                                     ,.din(dinB)
                                                     ,.dout(doutB));
	end
	else
	begin: mem_gen
	  wire [DATA_WIDTH-1:0] doutA_w,doutB_w;
	  reg [DATA_WIDTH-1:0] doutA_r,doutB_r;
	  dist_ram_dp #(DATA_WIDTH,ADDR_WIDTH_RAM) output_bufferA(.clk(clk)
                                                          ,.wen(wenA)
                                                          ,.addrR(addrAR_w)
													      ,.addrW(addrAW)
                                                          ,.din(dinA)
                                                          ,.dout(doutA_w));
      dist_ram_dp #(DATA_WIDTH,ADDR_WIDTH_RAM) output_bufferB(.clk(clk)
                                                          ,.wen(wenB)
                                                          ,.addrR(addrBR_w)
													      ,.addrW(addrBW)
                                                          ,.din(dinB)
                                                          ,.dout(doutB_w));
	  always@(posedge clk)
	  begin
	    doutA_r <= doutA_w;
		doutB_r <= doutB_w;
	  end
	  assign doutA = doutA_r;
	  assign doutB = doutB_r;
	end
	endgenerate
	wire[DATA_WIDTH-1:0] merged_num;
	wire out_ctrl_addr_w;
	reg ctrl_demux;
	serial_merge #(DATA_WIDTH,SEQ_SIZE) sm_node(.inputA(inputA)
                                               ,.inputB(inputB)
				                               ,.clk(clk)
				                               ,.rst(rst)
											   ,.ctrl_addr(out_ctrl_addr_w)
				                               ,.out(merged_num)
	);
	assign out_ctrl_addr = out_ctrl_addr_w;
	demux_1_to_2 #(DATA_WIDTH) mux_inst(.ctrl(ctrl_demux)
                                     ,.in(merged_num)
                                     ,.out0(dinA)
                                     ,.out1(dinB)
    );
    reg [4:0] state;	
	reg A_P1_empty, A_P2_empty, B_P1_empty, B_P2_empty;
	wire in_ctrl_addr_w;
	reg start_rAB;
	wire finish_wr_P1_or_P2;
	assign finish_wr_P1_or_P2 = ((addrBW == (1<<(ADDR_WIDTH_RAM-1)) -1 ) || (addrBW == (1<<(ADDR_WIDTH_RAM)) -1 ));
	always@(posedge clk or posedge rst)
	begin
	  if(rst)
	  begin
	    start_rAB <= 0;
		A_P1_empty <= 0;
		A_P2_empty <= 0;
		B_P1_empty <= 0;
		B_P2_empty <= 0;
	  end
	  else
	  begin
	    start_rAB <= finish_wr_P1_or_P2;
	    A_P1_empty <= ((addrAR == ((1<<(ADDR_WIDTH_RAM-1)) - 1) ) &  (!in_ctrl_addr_w) | (addrAR == 1<<(ADDR_WIDTH_RAM-1) & addrBR < 1<<(ADDR_WIDTH_RAM-1) & (state[3] | state[4])));
	    A_P2_empty <= ((addrAR == ((1<<ADDR_WIDTH_RAM) -1 )  )  &   (!in_ctrl_addr_w) | (addrAR == 0 & addrBR >= 1<<(ADDR_WIDTH_RAM-1) & (state[1] | state[2])));
	    B_P1_empty <= ((addrBR == ((1<<(ADDR_WIDTH_RAM-1)) - 1))  & in_ctrl_addr_w | (addrBR == 1<<(ADDR_WIDTH_RAM-1) & addrAR < 1<<(ADDR_WIDTH_RAM-1) & (state[3] | state[4])));
	    B_P2_empty <= ((addrBR == ((1<<ADDR_WIDTH_RAM) -1 ) )  &  in_ctrl_addr_w | (addrBR == 0 & addrAR >= 1<<(ADDR_WIDTH_RAM-1) & (state[1] | state[2]) ));
	  end
	end
	assign addrAR_w = addrAR + ( (A_P1_empty || A_P2_empty || start_rAB)	                             
	                           ? 0
							   : (!in_ctrl_addr_w));
	assign addrBR_w = addrBR + ( (B_P1_empty || B_P2_empty || start_rAB)                             
	                           ? 0
							   : in_ctrl_addr_w);
	assign in_ctrl_addr_w = (rst ? 0 : in_ctrl_addr);  
	assign outA = ((A_P1_empty || A_P2_empty) ? {DATA_WIDTH{1'b1}} : doutA);
	assign outB = ((B_P1_empty || B_P2_empty) ? {DATA_WIDTH{1'b1}} : doutB);
	localparam
	INITIAL =    5'b00001,
	WRITE_A_P1 = 5'b00010,
	WRITE_B_P1 = 5'b00100,
	WRITE_A_P2 = 5'b01000,
	WRITE_B_P2 = 5'b10000;
	always@(posedge clk or posedge rst)
	begin
	if(rst)
	  begin
	      state <= INITIAL;
	  	  start_out_r <= 0;
		  addrAR <= 0;
		  addrBR <= 0;
		  addrAW <= 0;  			 
	  	  addrBW <= 0;
	  end
	else
	  begin
		start_out <= start_out_r;
	    case(state)
	  	INITIAL:
	  	begin
	  	    if(start_in)
	  	    begin
	  	      state <= WRITE_A_P1;		   
	  		  addrAW <= 0;  			 
	  		  addrBW <= 0;
	  		  wenA <= 1; 
	  		  wenB <= 0;
	  		  ctrl_demux <= 0;
	  		  addrAR <= (1<<(ADDR_WIDTH_RAM-1)); 
	  		  addrBR <= (1<<(ADDR_WIDTH_RAM-1));  
	  		  start_out_r <= 0;   
	  	    end
	  	end
	  	WRITE_A_P1:
	  	begin
	  		addrAW <= addrAW + 1;
	  	    if(addrAW == (1<<(ADDR_WIDTH_RAM-1)) - 1)
	  		begin
	  		  state <= WRITE_B_P1;
	  		  wenA <= 0;
	  		  wenB <= 1;
	  		  ctrl_demux <= 1;
	  		end
	  		addrAR <= addrAR_w;
	  		addrBR <= addrBR_w;
	  	end
	  	WRITE_B_P1:
	  	begin
	  		addrBW <= addrBW + 1;
	  	    if(addrBW == (1<<(ADDR_WIDTH_RAM-1)) - 1)
	  		begin
	  		  state <= WRITE_A_P2;
	  		  wenA <= 1;
	  		  wenB <= 0;
	  		  ctrl_demux <= 0;
			  start_out_r <= 1;
			  addrAR <= 0;
			  addrBR <= 0;
	  		end
	  		else
			begin
			  addrAR <= addrAR_w;
	  		  addrBR <= addrBR_w;
			end
	  	end
	  	WRITE_A_P2:
	  	begin
	  	    addrAW <= addrAW + 1;
	  	    if(addrAW == (1<<(ADDR_WIDTH_RAM))-1)
	  		begin
	  		  state <= WRITE_B_P2;
	  		  wenA <= 0;
	  		  wenB <= 1;
	  		  ctrl_demux <= 1;
	  		end
	  		addrAR <= addrAR_w;
	  		addrBR <= addrBR_w;
	  	end
	  	WRITE_B_P2:
	  	begin
	  	    addrBW <= addrBW + 1;
	  	    if(addrBW == (1<<(ADDR_WIDTH_RAM))-1)
	  		begin
	  		  state <= WRITE_A_P1;
	  		  wenA <= 1;
	  		  wenB <= 0;
	  		  ctrl_demux <= 0;
	  		  start_out_r <= 1;
	  		  addrAW <= 0;  			 
	  		  addrBW <= 0;
	  		  addrAR <= (1<<(ADDR_WIDTH_RAM-1)); 
	  		  addrBR <= (1<<(ADDR_WIDTH_RAM-1));  
	  		end
            else			
	  		begin
			  addrAR <= addrAR_w;
	  		  addrBR <= addrBR_w;
			end
	  	end
	  	endcase
	  end
	end
endmodule
[design/flow/run.sh]
#!/bin/bash
# OpenROAD 26Q1-2900-gdf79404cd8, Yosys 0.63+post, stock flow scripts
make -C /OpenROAD-flow-scripts/flow DESIGN_CONFIG=/design/flow/config.mk WORK_HOME=/design/flow/orfs finish
==> run_results.csv <==
group,metric,value,unit
finish,final_cell_mix,"edfxtp_1 (3852), mux4_2 (1024), nand2_1 (680)",
yosys,yosys_area,0.167,sq mm
worst_setup_path,crit_family,"buffers and inverters",
final_timing,timing.slew.headroom,28.3,%
final_timing,fmax,63.6,MHz
worst_setup_path,required,25360,ps
clock_network,clock-root-buffer,"clkbuf_16",
clock_network,cts.sinks,4336,
drt,vias,81200,
worst_hold_path,holdCritPathClass,"flip-flop to flip-flop",
worst_hold_path,worstHoldStart,"SERIAL_MERGE[1].sms_i.mem_gen.doutB_r[14]",
final_timing,worstMarginPinSlew,1070,ps
final_timing,finalCriticalPeriod,15720,ps
worst_setup_path,reg2reg_from,"SERIAL_MERGE[1].sms_i.A_P2_empty",
clock_network,path_clk_slew,70,ps
yosys,synthMuxAreaShare,15.2,%
outcome,run_status,"completed",
yosys,ys_seq_share,75.8,%
placement,dp.cells,15800,
final_timing,report.final.setup_viol,0,
drt,drt-initial-drc-count,5029,
pwr,power,11700,uW
clock_network,cts_tree,"done",
floorplanning,initial_core_util,30.2,%
yosys,synth-edff-count,3852,
floorplanning,num_rows,273,
worst_setup_path,ff2ff_setup_slack,25440,ps
floorplanning,ios,134,
worst_setup_path,cp.arrival,9380,ps
worst_setup_path,cp_slowest_stage_delay,620,ps
flow_run,drv_cap,0,
yosys,numSynthFlops,4336,
floorplanning,die_w,748,microns
yosys,aoi_share,1.22,%
yosys,ys_types,88,
finish,drive_gt1_share,24.8,%
worst_setup_path,end_kind,"output port",
finish,lay_top_count,"edfxtp_1",
worst_setup_path,slowest_stage,"nor4_1",
worst_hold_path,hold_end,"sms_n.sm_node.out[14]",
yosys,async_reset_ff_share,5.26,%
global_route,grtUsageTotal,15.1,%
yosys,ys_sh_adder,1.32,%
drt,routed_via_density,4.90,
finish,syn2layout_area_growth,15.8,%
final_timing,rsz0062_at_grt,"no",
floorplanning,die_height,748,microns
yosys,ys.warnings.count,14,
pwr,power_density,60.4,mW/mm^2
placement,numPortBuffers,133,
yosys,syn_area_per_cell,19.7,sq um
yosys,yosys.area_share.xor_xnor,0.147,%
yosys,yosysCellCount,8464,
floorplanning,core_area,0.553,sq mm
drt,drtAntennaViolNets,0,
final_timing,finClkSkew,159,ps
worst_setup_path,crit_buf_inv,5,
yosys,syn_inst,8464,
clock_network,post_cts.repair.setup_buffers,0,
placement,gp_congestion,0.837,
finish,fillers,50100,
finish,layout.cells.non_filler,16600,
drt,drc,0,
clock_network,worstSkewPairLatency,1060,ps
global_route,grt_pass1_wl,586000,microns
clock_network,h-tree-depth,5,
drt,drt-total-wl,397000,microns
yosys,simple_gate_area_share,4.90,%
worst_setup_path,r2r-end,"SERIAL_MERGE[1].sms_i.mem_gen.doutB_r[14]",
pwr,leakage,0.0628,uW
final_timing,final.period_utilization,49.6,%
final_timing,hold_viol,0,
flow_run,warnings,51,
worst_setup_path,ff2ff_path_depth,14,
yosys,synth_area,0.167,sq mm
final_timing,final.setup.tns,0,ps
worst_hold_path,whs_path_depth,2,
clock_network,cts-resized-gates,0,
placement,dpl.hpwl,216000,microns
clock_network,clock_path_buffers,4,
drt,drtPass1Iterations,5,
pwr,ir_drop,0.0000502,V
global_route,overflow,0,
global_route,first_global_vias,90800,
yosys,ys_dominant_reg_cell,"edfxtp_1",
worst_setup_path,critical_path.max_fanout,33,
floorplanning,die_area,0.559,sq mm
finish,final_area,0.193,sq mm
yosys,topCombFamilyByArea,"multiplexers",
worst_setup_path,crit_chain,"clkdlybuf4s50_1 -> inv_1 -> ha_1 -> nand4_1 -> nor4_1 -> nand3_1 -> a21oi_4 -> buf_4 -> inv_1 -> clkdlybuf4s50_1",
drt,detail_route.wl_per_cell,23.9,microns
placement,place_area,0.179,sq mm
global_route,antenna_found_initial,7,
global_route,grt_start_max_net_pins,110,
final_timing,hold_ws,426,ps
worst_setup_path,criticalPathCategory,"primary input to output port",
final_timing,slew_violations,0,
clock_network,numCtsBuffers,414,
worst_setup_path,critPathLaunchType,"primary input",
clock_network,cts_hold_buffers,0,
## worst max path at each step
stage / start / end / slack [ps] / cells after the start
final: inputB[11] / out_ctrl_addr / 15980 / 10
after CTS: inputB[11] / out_ctrl_addr / 15920 / 10
after global routing: inputB[11] / out_ctrl_addr / 15720 / 10
## stage by stage
step                util [%]  setup slack [ps]
finish                  34.9             15980
global route            34.9             15720
CTS                     34.9             15920
detailed placement      32.4             15920
global placement        32.4             15970
floorplan                  -             17420
## flip-flops by register name, indices dropped and copies added, names as in the netlist, 7 cells and up
signal and cells:
SERIAL_MERGE.sms_i.addrAR 7, SERIAL_MERGE.sms_i.addrAW 7, SERIAL_MERGE.sms_i.addrBR 7, SERIAL_MERGE.sms_i.addrBW 7, SERIAL_MERGE.sms_i.mem_gen.doutA_r 64, SERIAL_MERGE.sms_i.mem_gen.doutB_r 64
SERIAL_MERGE.sms_i.mem_gen.output_bufferA.ram 768, SERIAL_MERGE.sms_i.mem_gen.output_bufferB.ram 768, SERIAL_MERGE.sms_i.sm_node.out 64, SERIAL_MERGE.sms_i.state 10, sms0.mem_gen.doutA_r 32, sms0.mem_gen.doutB_r 32
sms0.mem_gen.output_bufferA.ram 128, sms0.mem_gen.output_bufferB.ram 128, sms0.sm_node.out 32, sms_n.mem_gen.doutA_r 32, sms_n.mem_gen.doutB_r 32, sms_n.mem_gen.output_bufferA.ram 1024
sms_n.mem_gen.output_bufferB.ram 1024, sms_n.sm_node.out 32
## worst min-delay path, cell delays in order (launching register included)
cell and delay [ps]:
dfxtp_1 310, nor2_1 60, mux2i_1 140
## per-layer routing
| layer | global-route usage [%] | part of all wire, % |
|---|---|---|
| met5 | 0.212 | 0.035 |
| met4 | 3.86 | 3.1 |
| met3 | 11.8 | 17 |
| met2 | 23.7 | 48 |
| met1 | 15.6 | 32 |
## cells in the mapped netlist, drive strengths merged, types with 14 or more instances
master  instances  area share (%)
a21oi          81            0.25
a22o           21            0.11
and2           26           0.097
buf           156            0.47
clkbuf        265            0.60
dfrtp         224             3.4
dfxtp         256             3.1
edfxtp       3852              69
ha            176             1.3
inv           176            0.40
mux2          103            0.75
mux2i         101            0.61
mux4         1024              14
nand2         681             1.5
nand2b         21           0.079
nand3         360             1.1
nand4          37            0.14
nor2          348            0.79
nor2b         139            0.52
nor3           24           0.079
nor4           15           0.060
o21ai         129            0.39
or2            15           0.056
or3            72            0.27
xnor2          14           0.073
xor2           14           0.073
## power by group
part / leakage (uW) / internal [uW] / switching, uW
Sequential: 0.0400 / 6260 / 40.9
Clock: 0.00689 / 2890 / 2150
Combinational: 0.0159 / 148 / 183
## cell families after synthesis
logic type | Yosys count
flip-flops | 4336
AND/OR/NAND/NOR | 1776
multiplexers | 1228
buffers and inverters | 597
AND-OR/OR-AND | 323
adder cells (fa/ha/maj) | 176
XOR/XNOR | 28
## cell type report
class | instances | area, sq um | area share, %
sequential | 4336 | 127000 | 65.4
multi-input combinational | 3531 | 39200 | 20.3
clock buffer | 559 | 11500 | 5.96
tap | 7287 | 9120 | 4.72
timing repair buffer | 442 | 3730 | 1.93
clock inverter | 222 | 2570 | 1.33
inverter | 176 | 668 | 0.346
antenna | 6 | 15.0 | 0.00777
Power is estimated from default activity; no workload was simulated.
